## config.mk

```make
export PLATFORM = sky130hd
export DESIGN_NAME = Lab5
export DESIGN_NICKNAME = Lab5
export VERILOG_FILES = /design/flow/design.v
export SDC_FILE = /design/flow/constraint.sdc
export NUM_CORES = 4
export LEC_CHECK = 1
export CORE_AREA = 10 10 82 82
export DIE_AREA = 0 0 92 92
```

## constraint.sdc

```tcl
current_design Lab5

set clk_period 2.6
set clk_io_pct 0.2

create_clock -name clk0 -period $clk_period [get_ports {Clock50M}]

set non_clock_inputs [all_inputs -no_clocks]
set_input_delay [expr $clk_period * $clk_io_pct] -clock clk0 $non_clock_inputs
set_output_delay [expr $clk_period * $clk_io_pct] -clock clk0 [all_outputs]
```

## design.v

```verilog
module debouncer(
	input logic A_noisy,
	input logic CLK50M, 
	output logic A
);
	logic [15:0] COUNT;
	parameter [15:0] COMPARE = 50_000;  
	logic t_d, t_r, Anext;
	always_ff@(posedge CLK50M)
	begin
		if(t_r)
			COUNT <= 16'd0;
		else
			COUNT <= COUNT + 16'd1;
	end
	assign t_d = (COUNT >= COMPARE);
	assign Anext = (A_noisy & t_d) | (A & ~t_d);
	always_ff@(posedge CLK50M)
		A <= Anext;
	assign t_r = t_d | (~A & ~A_noisy) | (A & A_noisy);
endmodule
module Lab5 ( 
    input logic rawclock,  
    input logic Clock50M,  
    input logic A,   
    output logic Z_moore,  
    output logic [2:0] S_moore,  
    output logic Z_mealy,  
    output logic [1:0] S_mealy  
);
logic cleanCLK;
debouncer mod1 (
    .A_noisy(rawclock),
    .CLK50M(Clock50M),
    .A(cleanCLK)
);
sequenceDetectorMealy module1 (
    .CLK(cleanCLK),
    .A(A),
    .Z(Z_mealy),
    .stateOut(S_mealy)
);
sequenceDetectorMoore module2 (
    .CLK(cleanCLK),
    .A(A),
    .Z(Z_moore),
    .stateOut(S_moore)
);
endmodule
module sequenceDetectorMealy (
    input logic CLK, A,
    output logic Z,
    output logic [1:0] stateOut
);
    typedef enum {S0, S1, S2, S3} state_t;  
    state_t currentState = S0, nextState;    
    always_ff @(posedge CLK) begin
        currentState <= nextState;
    end
    always_comb begin
        nextState = currentState;  
        case(currentState)
            S0: nextState = A ? S1 : S0;     
            S1: nextState = A ? S1 : S2;     
            S2: nextState = A ? S3 : S0;     
            S3: nextState = A ? S1 : S0;     
        endcase
        Z = (currentState == S3) && !A;      
        stateOut = currentState[1:0];    
    end
endmodule
module sequenceDetectorMoore (
    input logic CLK, A,
    output logic Z,
    output logic [2:0] stateOut   
);
    typedef enum {S0, S1, S2, S3, S4} state_t;   
    state_t currentState = S0, nextState;    
    always_ff @(posedge CLK) begin 
        currentState <= nextState;   
    end
    always_comb begin
        nextState = currentState;  
        case(currentState)
            S0: nextState = A ? S1 : S0;
            S1: nextState = A ? S1 : S2;
            S2: nextState = A ? S3 : S0;
            S3: nextState = A ? S1 : S4;
            S4: nextState = A ? S1 : S0;
        endcase
    end
    always_comb begin
        Z = (currentState == S4);    
        stateOut = currentState[2:0];    
    end
endmodule
```

## run.sh

```bash
#!/bin/bash
# OpenROAD 26Q1-2900-gdf79404cd8, Yosys 0.63+post, stock flow scripts
make -C /OpenROAD-flow-scripts/flow DESIGN_CONFIG=/design/flow/config.mk WORK_HOME=/design/flow/orfs finish
```

==> impl_metrics.py <==
# Auto-generated metrics
metrics = {
    "job": {
        "warning_count": 30,
        "cap_viol_max_count": 0,
    },
    "final_timing": {
        "fmax_mhz": 459,
        "fin_crit_ns": 2.18,
        "fin_tns_setup_ns": 0,
        "skew_ns": 0.00388,
        "rsz0062_at_grt": "false",
        "hold_viol_final": 0,
        "whs_ns": 0.482,
        "untimed_endpoints": 16,
        "period_used_share": 0.839,
        "unclocked_regs": 5,
        "worst_pin_slew_ns": 0.417,
        "final-max-slew-violation-count": 0,
        "slew_headroom": 0.719,
        "setup_viol": 0,
    },
    "synth": {
        "top_area_cell": "dfxtp_1",
        "ys.warnings.count": 3,
        "edf_count": 6,
        "ys_cells": 110,
        "async_reset_ff_frac": 0,
        "syn-cell-area_um2": 1110,
        "yosys_area_um2": 1110,
        "top_cell_area_share": 0.289,
        "syn_inst": 110,
        "ys.flop_type": "dfxtp_1",
        "topCellsByArea": "dfxtp_1, edfxtp_1, xnor2_1",
        "ys_seq_elements": 22,
        "synth_cell_type_count": 35,
        "yosysSeqAreaShare": 0.451,
        "syn_avg_cell_area_um2": 10.1,
    },
    "detailed_routing": {
        "postRouteAntennaNets": 0,
        "diodes": 0,
        "wirelength_um": 1700,
        "via_count": 721,
        "first_pass_iters": 4,
        "drt_iter0_drc": 61,
        "via_per_inst": 3.79,
        "route.detailed.drc": 0,
        "wl_per_cell_um": 8.93,
    },
    "global_routing": {
        "grt_max_degree": 16,
        "grtUsageTotal": 0.0441,
        "grt_pass1_wl_um": 3230,
        "overflow": 0,
        "grt_pass1_vias": 716,
        "grt_antenna_before_repair": 0,
    },
    "clock_network": {
        "cts_tree": "yes",
        "cts-hold-fix-buffers": 0,
        "clk_pin_slew_ns": 0.06,
        "post_cts_resized": 0,
        "cts_root_buf": "clkbuf_8",
        "cts_buffers": 3,
        "cts_setup_buffers": 0,
        "clock_latency_ns": 0.25,
        "clockBufferDepth": 2,
        "h-tree-depth": 1,
    },
    "power": {
        "leakagePower_uw": 0.000436,
        "cellPowerDensity_nw_per_um2": 371,
        "ir_worst_vdd_uv": 246,
    },
    "layout": {
        "final_cell_mix": "nor2_1, dfxtp_1, xnor2_1",
        "drive_above_1_share": 0.0917,
        "fin_util": 0.257,
        "fin_cells": 190,
        "fillers": 560,
        "syn_to_final_growth_pct": 17.7,
    },
    "die": {
        "core.rowCount": 26,
        "die_w_um": 92,
        "fp_util": 0.219,
        "core_um2": 5070,
        "dieArea_um2": 8460,
        "die_h_um": 92,
        "pin_count": 10,
    },
    "placement": {
        "gp_congestion": 0.774,
        "io_buffers": 9,
        "dp_hpwl_um": 1280,
        "placed_cells": 186,
    },
    "worst_setup_path": {
        "cp_top_family": "buffers and inverters",
        "crit_top_cell": "clkdlybuf4s50_1",
        "arrival_ns": 1.66,
        "cp_max_fo": 8,
        "crit_buf_inv": 2,
        "worstPathRequired_ns": 2.08,
        "critPathKind": "in -> out",
        "path_cells": "clkdlybuf4s50_1 -> nor2b_1 -> clkdlybuf4s50_1",
        "end_kind": "primary output",
        "critPathSlowestCell": "clkdlybuf4s50_1",
        "cp-start-kind": "input port",
        "cpPeakStageDelay_ns": 0.53,
    },
    "min_path": {
        "hold_class": "reg -> reg",
    },
    "run_status": {
        "status": "complete, no violations",
    },
}
cell type report:
class / count / area, um^2 / share of cell area
clock buffers: 4 / 45.0 / 0.0345
flip-flops and latches: 22 / 500 / 0.383
inverters: 8 / 30.0 / 0.0230
well taps: 70 / 87.6 / 0.0670
multi-input cells: 77 / 553 / 0.423
repair buffers: 9 / 90.1 / 0.0690
cell families (layout without fill, tap and decap cells):
logic type | after synthesis | count (layout) | synth area share
mux | 1 | 1 | 0.00902
simple gates | 46 | 46 | 0.255
fa+ha+maj | 6 | 6 | 0.0676
buf+inv | 11 | 21 | 0.0507
compound gates | 11 | 11 | 0.0643
flops | 22 | 22 | 0.451
xor+xnor | 13 | 13 | 0.103
routing by layer:
| layer | wire length (um) | share of wire | track usage |
|---|---|---|---|
| met1 | 955 | 0.56 | 0.0671 |
| met2 | 616 | 0.36 | 0.0594 |
| met3 | 125 | 0.074 | 0.0181 |
| met4 | 0 | 0 | 0.00257 |
| met5 | 0 | 0 | 0 |
worst paths after layout:
check / startpoint / endpoint / slack (ns) / cells after the start
hold reg to reg: mod1.COUNT[15] / mod1.COUNT[15] / 0.48 / 2
setup / recovery: A / Z_mealy / 0.42 / 3
setup reg to reg: mod1.COUNT[0] / mod1.COUNT[12] / 1.19 / 5
hold / removal: mod1.COUNT[15] / mod1.COUNT[15] / 0.48 / 2
worst min-delay path, stage by stage (launching register included):
cell and delay, ns:
dfxtp_1 0.34, a31oi_1 0.04, nor2_1 0.07
power by group:
group          leakage [uW]  switching [uW]  internal (uW)
clock network     0.0000228            83.9            109
registers          0.000194            4.97            268
logic              0.000219            11.2           9.00
total              0.000436             100            385
synthesized netlist by cell type (2+ instances only):
cell and number:
ha_1 6, nor4_1 2, nand4_1 3, a21oi_1 2, nor3_1 3, and3_1 3
xor2_1 3, nand3_1 4, o21ai_0 4, xnor2_1 10, dfxtp_1 16, inv_1 8
nor2b_1 2, nand2_1 3, nor2_1 16, edfxtp_1 6
sequential cells by signal (all words and copies together) (netlist names), named ones only:
name                  cells
mod1.COUNT               16
module1.currentState      2
module2.currentState      3
per-stage QoR:
| stage | power, uW | cell area [um^2] | setup WS [ns] |
|---|---|---|---|
| after floorplan | 293 | 1110 | 1.34 |
| after global placement | 298 | 1260 | 0.423 |
| after detailed placement | 298 | 1260 | 0.408 |
| after CTS | 495 | 1310 | 0.408 |
| after global routing | 509 | 1310 | 0.303 |
| final | 485 | 1310 | 0.419 |
Power is estimated from default activity; no workload was simulated.
