<file path="design/flow/design.v">
module dec416(
input logic [3:0] a,
output logic [15:0] out
);
assign out[0] = ~a[3] & ~a[2] & ~a[1] & ~a[0];
assign out[1] = ~a[3] & ~a[2] & ~a[1] & a[0];
assign out[2] = ~a[3] & ~a[2] & a[1] & ~a[0];
assign out[3] = ~a[3] & ~a[2] & a[1] &  a[0];
assign out[4] = ~a[3] & a[2] & ~a[1] & ~a[0];
assign out[5] = ~a[3] & a[2] & ~a[1] & a[0];
assign out[6] = ~a[3] & a[2] & a[1] & ~a[0];
assign out[7] = ~a[3] & a[2] & a[1] & a[0];
assign out[8] = a[3] & ~a[2] & ~a[1] & ~a[0];
assign out[9] = a[3] & ~a[2] & ~a[1] & a[0];
assign out[10] = a[3] & ~a[2] & a[1] & ~a[0];
assign out[11] = a[3] & ~a[2] & a[1] & a[0];
assign out[12] = a[3] & a[2] & ~a[1] & ~a[0];
assign out[13] = a[3] & a[2] & ~a[1] & a[0];
assign out[14] = a[3] & a[2] & a[1] & ~a[0];
assign out[15] = a[3] & a[2] & a[1] & a[0];
endmodule 
</file>
<file path="design/flow/run.sh">
#!/bin/bash
# OpenROAD 26Q1-2900-gdf79404cd8, Yosys 0.63+post, stock flow scripts
make -C /OpenROAD-flow-scripts/flow DESIGN_CONFIG=/design/flow/config.mk WORK_HOME=/design/flow/orfs finish
</file>
<file path="design/flow/config.mk">
export PLATFORM = sky130hd
export DESIGN_NAME = dec416
export DESIGN_NICKNAME = dec416
export VERILOG_FILES = /design/flow/design.v
export SDC_FILE = /design/flow/constraint.sdc
export NUM_CORES = 4
export LEC_CHECK = 1
export CORE_AREA = 10 10 70 70
export DIE_AREA = 0 0 80 80
</file>
<file path="design/flow/constraint.sdc">
current_design dec416

set clk_period 1.0
set clk_io_pct 0.2

create_clock -name clk0 -period $clk_period

set non_clock_inputs [all_inputs -no_clocks]
set_input_delay [expr $clk_period * $clk_io_pct] -clock clk0 $non_clock_inputs
set_output_delay [expr $clk_period * $clk_io_pct] -clock clk0 [all_outputs]
</file>
==> qor.yml <==
synth_area_sq_um: 231
hold_path_startpoint: "a[3]"
grt_most_used_layer: "met2"
floorplan.initialDensity: 0.0678
critical-path-slowest-cell: "nor4b_4"
worstPathArrival_ns: 0.99
yosysWarnings: 0
ys_seq_share: 0
estimated_wirelength_of_the_detail_placed_design_microns: 711
worstSetupStartpointType: "input pin"
pin_count: 20
number_of_global_route_vias_before_repair: 418
cap_viol_max_count: 0
setup_violations: 15
max_slew_margin: 0.872
overflow: 0
chipArea_sq_um: 6400
average_wire_per_cell_in_the_routed_design_microns: 13.1
detail_route.vias_per_cell: 3.35
worst_ep_required_time_ns: 0.80
leakage_nw: 0.406
criticalPathCategory: "input pin to output pin"
gr-usage-met2: 0.0666
synthDistinctLibCells: 9
crit_path_end_kind: "output pin"
syn_area_per_cell_sq_um: 11.6
ir_worst_vdd_mv: 0.0794
final_critical_delay_including_setup_and_external_delays_ns: 1.19
worst_hold_path.endpoint: "out[2]"
netlist_instances: 20
most_frequent_logic_cell_in_the_layout: "buf_2"
clock_buffer_count: 0
num_antenna_cells: 0
holdCritPathClass: "input pin to output pin"
grt_use_met3: 0.0216
delay_of_the_slowest_cell_on_the_worst_path_ns: 0.21
yosys_area_sq_um: 231
die_h_microns: 80
timing.final.crit_share: 1.19
post-route-drc-count: 0
crit_path_max_fanout: 4
met1_track_usage_gr: 0.0593
setup_slack_ns: -0.192
cp_common_cell: "buf_6"
final_slew_violations: 0
synth_stat.cells: 20
cp_num_buf_inv: 5
first_pass_grt_wire_length_microns: 2360
grt_util_all_layers: 0.0446
post-route-util: 0.237
final_cell_mix: "buf_2, buf_6, buf_4"
placeableCoreArea_sq_um: 3420
timing.hold.ws_ns: 0.732
holdPathStages: 4
largest_net_degree_at_the_start_of_global_routing: 9
num_rows: 21
antenna_found_initial: 0
io_buffers: 20
finalWeightedCongestion: 0.687
cp_top_family: "buffers and inverters"
report.final.hold_viol_count: 0
setup_repair_after_global_routing_missed_its_margin: "yes"
num_vias: 369
drtAntennaViolNets: 0
pwr_density_nw_per_um2: 353
die.size.x_microns: 80
initialDrtViolationCount: 17
fmaxAchievable_mhz: 839
layout.sequential_cells: 0
seq_area_sq_um: 0
post_route_cells_drive_above_1_share: 0.859
worst_pin_slew_ns: 0.190
timing.critical_path.cells: "buf_8 -> buf_6 -> buf_6 -> buf_6 -> nor4b_4 -> buf_2"
wirelength_microns: 1440
warnings: 34
drt_first_pass_iters: 2
violations: "negative setup slack"
status: "finished, violations left"
area_growth_pct: 250
[synthesized netlist by cell type]
cell / instances / area, sq um
and4_1: 1 / 8.76
and4b_1: 4 / 40.0
and4bb_1: 4 / 50.1
and4bb_2: 1 / 12.5
buf_4: 2 / 15.0
buf_6: 2 / 22.5
nor4_2: 1 / 12.5
nor4b_2: 4 / 60.1
nor4bb_1: 1 / 10.0
[area by class of cell]
class	instances	area [sq um]
Fill cell	350	2610
Multi-Input combinational cell	16	244
Tap cell	46	57.6
Timing Repair Buffer	48	509
[per-layer routing]
metal	wire (microns)	vias to the layer above	part of all wire
li1	-	181	-
met1	671	169	0.47
met2	582	19	0.40
met3	186	0	0.13
met4	0	0	0
met5	0	-	0
[through the flow]
step | total power [mW] | cell area, sq um | worst slack, ns | instances | setup TNS [ns]
floorplan | 0.0530 | 231 | 0.270 | 20 | 0
global placement | 0.139 | 534 | -0.881 | 88 | -12.98
detailed placement | 0.140 | 534 | -0.858 | 88 | -13.17
CTS | 0.257 | 759 | -0.188 | 108 | -1.47
global route | 0.306 | 811 | -0.213 | 110 | -1.96
finish | 0.287 | 811 | -0.192 | 110 | -1.48
[worst max-delay path by stage]
stage         from       to  slack (ns)  cells past startpoint
finish        a[3]   out[1]       -0.19                      6
global route  a[3]   out[1]       -0.21                      6
CTS           a[1]  out[12]       -0.19                      5
[logic make-up after synthesis]
kind of cell / synth area share
AND/OR/NAND/NOR: 0.838
buffers and inverters: 0.162
[report_power, final]
| group | total [mW] | internal, mW | switching [mW] | leakage (nW) |
|---|---|---|---|---|
| clock | 0 | 0 | 0 | 0 |
| sequential | 0 | 0 | 0 | 0 |
| combinational | 0.287 | 0.194 | 0.0922 | 0.406 |
| total | 0.287 | 0.194 | 0.0922 | 0.406 |
[repair_timing]
action                                  in CTS  in global routing
gates cloned                                 3                  0
setup buffers                               17                  4
pin swaps                                   13                  9
endpoints found under the setup margin      16                 15
hold buffers                                 0                  0
resized                                     98                  9
No activity file was given, so power comes from the tool's default toggle rates.
